==> flow/design.v <==
module USB_RX
(
    input logic dp,
    input logic dm,
    input logic clk,
    input logic n_rst,
    output logic RX_Data_Ready,
    output logic RX_Transfer_Active,
    output logic RX_Error,
    output logic flush,
    output logic Store_RX_Packet_Data,
    output logic [3:0] RX_Packet,
    output logic [7:0] RX_Packet_Data
);
    logic dp_sync, dm_sync;
    logic eop;
    logic d_orig, d_edge;
    logic w_en, r_en, shift_en, en8, en7, en5, en4, clear;
    logic bit8, bit7, bit5, bit4;
    logic store, clear_b;
    logic [7:0] byte_data, fifo_data, data;
    synchronizer DPLUS(.x(dp), .clk(clk), .n_rst(n_rst), .x_sync(dp_sync));
    synchronizer DMINUS(.x(dm), .clk(clk), .n_rst(n_rst), .x_sync(dm_sync));
    eop_det EOP(.dp(dp_sync), .dm(dm_sync), .clk(clk), .n_rst(n_rst), .eop(eop));
    nrzi_decoder NRZI(.d(dp_sync), .clk(clk), .n_rst(n_rst), .d_orig(d_orig), .d_edge(d_edge));
    stp_sr_8b_lsb SR8(.d(d_orig), .shift_en(shift_en), .clk(clk), .n_rst(n_rst), .byte_data(byte_data));
    rcu RCU(
        .d_edge(d_edge),
        .eop(eop),
        .bit8(bit8), .bit7(bit7), .bit5(bit5), .bit4(bit4),
        .clk(clk),
        .n_rst(n_rst),
        .byte_data(byte_data),
        .fifo_data(fifo_data),
        .w_en(w_en),
        .r_en(r_en),
        .shift_en(shift_en),
        .en8(en8), .en7(en7), .en5(en5), .en4(en4),
        .clear(clear),
        .RX_Data_Ready(RX_Data_Ready),
        .RX_Transfer_Active(RX_Transfer_Active),
        .RX_Error(RX_Error),
        .flush(flush),
        .Store_RX_Packet_Data(Store_RX_Packet_Data),
        .RX_Packet(RX_Packet),
        .RX_Packet_Data(RX_Packet_Data)
    );
    fifo_rx FIFO(
        .byte_data(byte_data),
        .w_en(w_en),
        .r_en(r_en),
        .clk(clk),
        .n_rst(n_rst),
        .fifo_data(fifo_data)
    );
    flex_counter #(4) B8(
        .clk(clk), .n_rst(n_rst), .clear(clear), .count_enable(en8), 
        .rollover_val(4'd8), .count_out(), .rollover_flag(bit8)
    );
    flex_counter #(3) B7(
        .clk(clk), .n_rst(n_rst), .clear(clear), .count_enable(en7), 
        .rollover_val(3'd5), .count_out(), .rollover_flag(bit7)
    );
    flex_counter #(3) B5(
        .clk(clk), .n_rst(n_rst), .clear(clear), .count_enable(en5), 
        .rollover_val(3'd4), .count_out(), .rollover_flag(bit5)
    );
    flex_counter #(3) B4(
        .clk(clk), .n_rst(n_rst), .clear(clear), .count_enable(en4), 
        .rollover_val(3'd3), .count_out(), .rollover_flag(bit4)
    );
endmodule
module eop_det
(
    input logic dp,
    input logic dm,
    input logic clk,
    input logic n_rst,
    output logic eop
);
    logic [1:0] eop_cnt;
    logic [1:0] nxt_eop_cnt;
    always_comb begin
        if(dp == 1'b0 && dm == 1'b0) begin
            nxt_eop_cnt = eop_cnt + 1;
        end else begin
            nxt_eop_cnt = 2'b0;
        end
    end
    always_ff @(posedge clk, negedge n_rst) begin
        if(n_rst == 1'b0) begin
            eop_cnt <= 2'b0;
            eop <= 1'b0;
        end else begin
            eop_cnt <= nxt_eop_cnt;
            if(eop_cnt == 2'b11) begin
                eop <= 1'b1;
            end else begin
                eop <= 1'b0;
            end
        end
    end
endmodule
module fifo_rx
(
    input logic [7:0] byte_data,
    input logic w_en,
    input logic r_en,
    input logic clk,
    input logic n_rst,
    output logic [7:0] fifo_data
);
    logic [7:0] fifo[1:0];
    logic [1:0] w_ptr;
    logic [1:0] r_ptr;
    logic [1:0] nxt_w_ptr;
    logic [1:0] nxt_r_ptr;
    always_comb begin
        if(w_en == 1'b0) begin
            nxt_w_ptr = w_ptr;
        end else begin
            nxt_w_ptr = w_ptr == 2'b01 ? 2'b0 : w_ptr + 1;
        end
    end
    always_comb begin
        if(r_en == 1'b0) begin
            nxt_r_ptr = r_ptr;
        end else begin
            nxt_r_ptr = r_ptr == 2'b01 ? 2'b0 : r_ptr + 1;
        end
    end
    always_ff @(posedge clk, negedge n_rst) begin
        if(n_rst == 1'b0) begin
            w_ptr <= 2'b0;
            r_ptr <= 2'b0;
            fifo[0] <= 8'b0;
            fifo[1] <= 8'b0;
            fifo_data <= 8'b0;
        end else begin
            w_ptr <= nxt_w_ptr;
            r_ptr <= nxt_r_ptr;
            if(w_en == 1'b1) begin
                fifo[w_ptr] <= byte_data;
            end
            if(r_en == 1'b1) begin
                fifo_data <= fifo[r_ptr];
            end
        end
    end
endmodule
module flex_counter
#(
    parameter NUM_CNT_BITS = 4
)
(
    input logic clk,
    input logic n_rst,
    input logic clear,
    input logic count_enable,
    input logic [(NUM_CNT_BITS - 1):0] rollover_val,
    output logic [(NUM_CNT_BITS - 1):0] count_out,
    output logic rollover_flag
);
    logic [(NUM_CNT_BITS - 1):0] nxt_cnt;
    logic nxt_flg;
    always_comb begin : NEXT_STATE_LOGIC
        if(clear == 1) begin
            nxt_cnt = 0;
            nxt_flg = 0;
        end else if(count_enable == 0) begin
            nxt_cnt = count_out;
            nxt_flg = rollover_flag;
        end else begin
            if(rollover_val == count_out + 1) begin
                nxt_cnt = count_out + 1;
                nxt_flg = 1;
            end else if(rollover_val == count_out) begin
                nxt_cnt = 1;
                nxt_flg = 0;
            end else begin
                nxt_cnt = count_out + 1;
                nxt_flg = 0;
            end
        end
    end
    always_ff @ (posedge clk, negedge n_rst) begin
        if(n_rst == 1'b0) begin
            count_out <= 0;
            rollover_flag <= 0;
        end else begin
            count_out <= nxt_cnt;
            rollover_flag <= nxt_flg;
        end
    end
endmodule
module nrzi_decoder
(
    input logic d,
    input logic clk,
    input logic n_rst,
    output logic d_orig,
    output logic d_edge
);
    logic q;
    always_ff @(posedge clk, negedge n_rst) begin
        if(n_rst == 1'b0) begin
            q <= 1'b0;
            d_orig <= 1'b0;
            d_edge <= 1'b0;
        end else begin
            q <= d;
            d_orig <= ~(d ^ q);
            d_edge <= d ^ q;
        end
    end
endmodule
module rcu
(
    input logic d_edge,
    input logic eop,
    input logic bit8, 
    input logic bit7, 
    input logic bit5, 
    input logic bit4,
    input logic clk,
    input logic n_rst,
    input logic [7:0] byte_data,
    input logic [7:0] fifo_data,
    output logic w_en,
    output logic r_en,
    output logic shift_en,
    output logic en8,
    output logic en7,
    output logic en5,
    output logic en4,
    output logic clear,
    output logic RX_Data_Ready,
    output logic RX_Transfer_Active,
    output logic RX_Error,
    output logic flush,
    output logic Store_RX_Packet_Data,
    output logic [3:0] RX_Packet,
    output logic [7:0] RX_Packet_Data
);
    typedef enum logic [5:0] {
        IDLE,
        START,
        SYNCWAIT,
        SYNC,
        PIDWAIT,
        PID,
        ACK,
        NAK,
        OUT,
        IN,
        TKNADDR,
        TKNENDWAIT,
        TKNEND,
        TKNCRCWAIT,
        TKNCRC,
        DWAIT1,
        DSTORE1,
        DWAIT2,
        DSTORE2,
        DATAWAIT,
        DATASTORE,
        DATASTORE2,
        CRCWAIT,
        CRC1,
        CRC2,
        EOP,
        FLUSH,
        ERR
    } state_t;
    state_t state, nxt_state;
    always_ff @(posedge clk, negedge n_rst) begin : STATE_LOGIC
        if(n_rst == 1'b0) begin
            state <= IDLE;
        end else begin
            state <= nxt_state;
        end
    end
    always_comb begin : NEXT_STATE_LOGIC
        case(state)
        IDLE: nxt_state = eop ? ERR : d_edge ? START : IDLE;
        START: nxt_state = eop ? ERR : SYNCWAIT;
        SYNCWAIT: nxt_state = eop ? ERR : bit8 ? SYNC : SYNCWAIT;
        SYNC: nxt_state = eop ? ERR : byte_data == 8'b00000001 ? PIDWAIT : ERR;
        PIDWAIT: nxt_state = eop ? ERR : bit8 ?  PID : PIDWAIT;
        PID: nxt_state = eop ? ERR :
             byte_data == 8'b00011110 ? EOP : 
             byte_data == 8'b11010010 ? ACK :
             byte_data == 8'b01011010 ? NAK :
             byte_data == 8'b11100001 ? OUT :
             byte_data == 8'b01101001 ? IN :
             byte_data == 8'b11000011 ? DWAIT1 :
             byte_data == 8'b01001011 ? DWAIT1 : ERR;
        ACK: nxt_state = eop ? ERR : EOP;
        NAK: nxt_state = eop  ? ERR : EOP;
        OUT: nxt_state = eop ? ERR : bit7 ? TKNADDR : OUT;
        IN: nxt_state = eop ? ERR : bit7 ?  TKNADDR : IN;
        TKNADDR: nxt_state = (eop | (byte_data[7:1] != 7'b1000001)) ? ERR : TKNENDWAIT;
        TKNENDWAIT: nxt_state = eop ? ERR : bit4 ? TKNEND : TKNENDWAIT;
        TKNEND: nxt_state = (eop | (byte_data[7:4] != 4'b1001)) ? ERR : TKNCRCWAIT;
        TKNCRCWAIT: nxt_state = eop ? ERR : bit5 ? TKNCRC : TKNCRCWAIT;
        TKNCRC: nxt_state = (eop | byte_data[7:3] != 5'b10101) ? ERR : EOP;
        DWAIT1: nxt_state = eop ? CRCWAIT : bit8 ? DSTORE1: DWAIT1;
        DSTORE1: nxt_state = eop ? CRCWAIT : DWAIT2;
        DWAIT2: nxt_state = eop ? CRCWAIT : bit8 ? DSTORE2 : DWAIT2;
        DSTORE2: nxt_state = eop ? CRCWAIT : DATAWAIT;
        DATAWAIT: nxt_state = eop ? CRCWAIT : bit8 ? DATASTORE : DATAWAIT;
        DATASTORE: nxt_state = eop ? CRCWAIT : DATASTORE2;
        DATASTORE2: nxt_state = eop ? CRCWAIT : DATAWAIT;
        CRCWAIT: nxt_state = CRC1;
        CRC1: nxt_state = fifo_data == 8'b10101010 ? CRC2 : FLUSH;
        CRC2: nxt_state = fifo_data == 8'b01010101 ? IDLE : FLUSH;
        EOP: nxt_state = eop ? IDLE : EOP;
        FLUSH: nxt_state = IDLE;
        ERR: nxt_state = IDLE;
        default: nxt_state = IDLE;
        endcase
    end
    always_comb begin : OUTPUT_LOGIC
        w_en = 1'b0;
        r_en = 1'b0;
        shift_en = 1'b0;
        en8 = 1'b0;
        en7 = 1'b0;
        en5 = 1'b0;
        en4 = 1'b0;
        clear = 1'b0;
        RX_Data_Ready = 1'b0;
        RX_Transfer_Active = 1'b1;  
        RX_Error = 1'b0;
        flush = 1'b0;
        Store_RX_Packet_Data = 1'b0;
        RX_Packet = 4'b0;
        RX_Packet_Data = 8'b0;
        case(state)
        IDLE: begin 
            RX_Transfer_Active = 1'b0;
            clear = 1'b1;
        end
        START: begin
            en8 = 1'b1;
            shift_en = 1'b1;
            flush = 1'b1;
        end
        SYNCWAIT: begin
            en8 = 1'b1;
            shift_en = 1'b1;
        end
        SYNC: begin
            en8 = 1'b1;
            shift_en = 1'b1;
        end
        PIDWAIT: begin
            en8 = 1'b1;
            shift_en = 1'b1;
        end
        PID: begin
            en8 = 1'b1;
            shift_en = 1'b1;
        end
        ACK: RX_Packet = 4'b0100;
        NAK: RX_Packet = 4'b1000;
        OUT: begin
            RX_Packet = 4'b0010;
            en7 = 1'b1;
            shift_en = 1'b1;
        end
        IN: begin
            RX_Packet = 4'b0001;
            en7 = 1'b1;
            shift_en = 1'b1;
        end
        TKNADDR: begin
            en4 = 1'b1;
            shift_en = 1'b1;
        end
        TKNENDWAIT: begin
            en4 = 1'b1;
            shift_en = 1'b1;
        end
        TKNEND: begin
            en5 = 1'b1;
            shift_en = 1'b1;
        end
        TKNCRCWAIT: begin
            en5 = 1'b1;
            shift_en = 1'b1;
        end
        TKNCRC: begin
        end
        DWAIT1: begin
            en8 = 1'b1;
            shift_en = 1'b1;
        end
        DSTORE1: begin
            en8 = 1'b1;
            shift_en = 1'b1;
            w_en = 1'b1;
        end
        DWAIT2: begin
            en8 = 1'b1;
            shift_en = 1'b1;
        end
        DSTORE2: begin
            en8 = 1'b1;
            shift_en = 1'b1;
            w_en = 1'b1;
        end
        DATAWAIT: begin
            en8 = 1'b1;
            shift_en = 1'b1;
        end
        DATASTORE: begin
            en8 = 1'b1;
            shift_en = 1'b1;
            w_en = 1'b1;
            r_en = 1'b1;
        end
        DATASTORE2: begin
            en8 = 1'b1;
            shift_en = 1'b1;
            Store_RX_Packet_Data = 1'b1;
            RX_Packet_Data = fifo_data;
        end
        CRCWAIT : r_en = 1'b1;
        CRC1: r_en = 1'b1;
        CRC2: begin
            RX_Data_Ready = 1'b1;
        end
        EOP: begin
        end
        FLUSH: begin
            clear = 1'b1;
            RX_Error = 1'b1;
            flush = 1'b1;
        end
        ERR: RX_Error = 1'b1;
        endcase
    end
endmodule
module stp_sr_8b_lsb
(
    input logic d,
    input logic shift_en,
    input logic clk,
    input logic n_rst,
    output logic [7:0] byte_data
);
    logic [7:0] nxt_byte;
    always_comb begin
        if(shift_en == 1'b0) begin
            nxt_byte = byte_data;
        end else begin
            nxt_byte = {d, byte_data[7:1]};
        end
    end
    always_ff @(posedge clk, negedge n_rst) begin
        if(n_rst == 1'b0) begin
            byte_data <= 8'b0;
        end else begin
            byte_data <= nxt_byte;
        end
    end
endmodule
module synchronizer
(
    input logic x,
    input logic clk,
    input logic n_rst,
    output logic x_sync
);
    logic q;
    always_ff @(posedge clk, negedge n_rst) begin
        if(n_rst == 1'b0) begin
            q <= 1'b0;
            x_sync <= 1'b0;
        end else begin
            q <= x;
            x_sync <= q;
        end
    end
endmodule
==> flow/run.sh <==
#!/bin/bash
# OpenROAD 26Q1-2900-gdf79404cd8, Yosys 0.63+post, stock flow scripts
make -C /OpenROAD-flow-scripts/flow DESIGN_CONFIG=/design/flow/config.mk WORK_HOME=/design/flow/orfs finish
==> flow/config.mk <==
export PLATFORM = sky130hd
export DESIGN_NAME = USB_RX
export DESIGN_NICKNAME = USB_RX
export VERILOG_FILES = /design/flow/design.v
export SDC_FILE = /design/flow/constraint.sdc
export NUM_CORES = 4
export LEC_CHECK = 1
export CORE_UTILIZATION = 50
==> flow/constraint.sdc <==
current_design USB_RX

set clk_period 2.3
set clk_io_pct 0.2

create_clock -name clk0 -period $clk_period [get_ports {clk}]

set non_clock_inputs [all_inputs -no_clocks]
set_input_delay [expr $clk_period * $clk_io_pct] -clock clk0 $non_clock_inputs
set_output_delay [expr $clk_period * $clk_io_pct] -clock clk0 [all_outputs]
==> flow_metrics.py <==
# Physical implementation metrics
metrics = {
    "die": {
        "pin_count": 21,
        "coreArea_sq_um": 7850,
        "placementRows": 32,
        "die_w_um": 92.7,
        "die_h_um": 92.7,
        "die_area_sq_um": 8600,
        "fp_util": 0.525,
    },
    "cells_and_area": {
        "fin_area_sq_um": 4670,
        "final_layout_size_suffix_gt1_frac": 0.163,
        "area_growth_pct": 13.4,
        "layoutNonFillerInstCount": 501,
    },
    "global_routing": {
        "grt_pass1_wl_mm": 13.2,
        "grt_max_degree": 42,
        "grt_antenna_before_repair": 0,
        "grt_pass1_vias": 2577,
        "grt_overflow": 0,
        "grtUsageTotal": 0.204,
    },
    "routing": {
        "viasPerCell": 5.38,
        "diodes": 0,
        "detail-route-antenna-nets": 0,
        "drt-wirelength-per-cell_um": 15.3,
        "firstDrtPassIters": 4,
        "num_vias": 2697,
        "wl_mm": 7.68,
        "drtIter0Drc": 77,
        "drc_errors": 0,
    },
    "synthesis": {
        "async_flop_share": 1.00,
        "ys_seq_share": 0.541,
        "avgSynthCellArea_sq_um": 11.0,
        "synth_cell_type_count": 55,
        "synthCells": 373,
        "synth_area_sq_um": 4120,
        "yosys_area_sq_um": 4120,
        "ff_type": "dfrtp_1",
        "numSynthFlops": 89,
        "synth-edff-count": 0,
        "yosysWarnings": 9,
        "yosys_cells": 373,
    },
    "job": {
        "warnings": 32,
        "cap_viol_max_count": 0,
    },
    "critical_path": {
        "max_stage_delay_ns": 0.44,
        "critPathMaxFanout": 5,
        "cp-start-kind": "flop",
        "worstSetupPathType": "reg2out",
        "cp_data_required_time_ns": 1.84,
        "cpMaxStageDelayCell": "dfrtp_1",
        "worstSetupEndpointType": "output pin",
        "path_cells": "or2_2 -> clkdlybuf4s50_1",
        "cp.arrival_ns": 1.54,
    },
    "cts": {
        "clkTransAtPathRegs_ns": 0.08,
        "max-clock-path-buffers": 2,
        "clock_latency_ns": 0.35,
        "htree_num_levels": 3,
        "cts_buffers": 9,
        "cts.sinks": 89,
        "ctsHoldBuffers": 0,
        "ctsRootBufferMaster": "clkbuf_8",
        "postCtsSetupBuffers": 0,
        "cts_tree": "built",
        "cts_resized": 0,
    },
    "min_path": {
        "hold_path_class": "in2async",
    },
    "timing": {
        "slew_viol_final": 0,
        "post-route-period-util": 0.869,
        "tightest_slew_ns": 0.557,
        "fmax_ghz": 0.500,
        "hold_violations": 0,
        "relSlewSlack": 0.629,
        "min_period_ns": 2.00,
        "rsz0062_at_grt": "no",
        "setup_violations": 0,
        "skew_ns": 0.0131,
        "worst_slack_ns": 0.301,
        "setup_tns_ns": 0,
    },
    "pwr": {
        "vdd_drop_max_mv": 0.366,
        "p_leak_nw": 2.18,
        "power_mw": 2.82,
        "power_density_nw_per_um2": 605,
    },
    "placement": {
        "placed_cells": 486,
        "io_buffers": 20,
        "place_area_sq_um": 4440,
        "gp_congestion": 0.858,
        "hpwl_mm": 5.48,
        "place_ws_ns": 0.367,
    },
    "run_status": {
        "status": "completed",
    },
}
## layout make-up
cell class | count | area [sq um]
Fill cell | 675 | 3180
Inverter | 19 | 71.3
Clock inverter | 4 | 76.3
Timing Repair Buffer | 26 | 255
Sequential cell | 89 | 2230
Multi-Input combinational cell | 250 | 1760
Clock buffer | 11 | 151
Tap cell | 102 | 128
## logic make-up (layout without fill, tap and decap cells)
kind of cell,Yosys count,in the layout,synth area share
xor+xnor,4,4,0.00851
compound gates,65,65,0.100
fa+ha+maj,13,13,0.0395
mux,33,33,0.0894
buf+inv,34,60,0.0319
flops,89,89,0.541
simple gates,135,135,0.189
## state kept, by name (all words and copies together) (netlist names)
signal and flops:
DPLUS.x_sync 1, FIFO.fifo 16, FIFO.w_ptr 1, B4.rollover_flag 1, B4.count_out 3, NRZI.q 1
FIFO.r_ptr 1, EOP.eop_cnt 2, NRZI.d_orig 1, B7.count_out 3, DPLUS.q 1, SR8.byte_data 8
RCU.state 28, B5.count_out 3, B5.rollover_flag 1, NRZI.d_edge 1, B7.rollover_flag 1, B8.rollover_flag 1
DMINUS.q 1, EOP.eop 1, FIFO.fifo_data 8, DMINUS.x_sync 1, B8.count_out 4
## synthesized netlist by cell type, types with 2 or more instances
cell       number  area (sq um)
and2_1          7          43.8
nor3_1          2          10.0
nor4bb_1        5          50.1
and2_2          8          60.1
nor2b_1        12          75.1
a21oi_1        22           110
inv_1          19          71.3
o41ai_1         2          17.5
xor2_1          4          35.0
a22oi_1         3          22.5
nor3b_1         4          30.0
o31ai_1         2          15.0
clkbuf_1       13          48.8
nor2_1         28           105
o311ai_0        2          17.5
dfrtp_1        88          2200
nand2b_1        4          25.0
ha_1           13           163
o2111ai_1       2          17.5
o32ai_1         2          17.5
or3_1           2          12.5
mux2i_1         9          90.1
o21ai_0        15          75.1
mux2_4          2          30.0
a311oi_1        2          17.5
or2_2           3          18.8
nand4_1         2          12.5
and3_1          4          25.0
nand2_1        31           116
o22ai_1         2          12.5
or4_1           3          22.5
nand3_1        10          50.1
a211oi_1        2          15.0
a31oi_1         2          12.5
mux2_2         22           248
## metrics by stage
stage,hold slack (ns),util
global placement,0.340,0.566
detailed placement,0.348,0.566
CTS,0.0189,0.595
finish,0.0230,0.595
global route,0.0297,0.595
floorplan,0.164,-
## final timing paths
path,cells after the start,endpoint,start,slack (ns)
worst max-delay path,2,RX_Error,RCU.state[10]$_DFF_PN0_,0.30
worst min-delay path,1,RCU.state[3]$_DFF_PN0_,n_rst,0.02
worst max register to register,4,SR8.byte_data[6]$_DFFE_PN0P_,RCU.state[19]$_DFF_PN0_,0.36
worst min register to register,0,DPLUS.x_sync$_DFF_PN0_,DPLUS.q$_DFF_PN0_,0.36
max in group asynchronous,2,RCU.state[16]$_DFF_PN0_,n_rst,1.64
min in group clk0,0,DPLUS.x_sync$_DFF_PN0_,DPLUS.q$_DFF_PN0_,0.36
## layout by cell type, fill, tap and decap left out, types with 9 or more instances in the layout
cell type        synthesis  layout
nor2b_1                 12      12
o21ai_0                 15      15
inv_1                   19      19
mux2i_1                  9       9
a21oi_1                 22      22
mux2_2                  22      22
nand3_1                 10      10
nand2_1                 31      31
clkbuf_8                 0      11
ha_1                    13      13
nor2_1                  28      28
clkdlybuf4s50_1          0      19
dfrtp_1                 88      88
## where the power goes
part	switching [mW]	internal [mW]
registers	0.00475	1.57
clock network	0.532	0.668
logic	0.0339	0.0114
## worst max-delay path, delay by kind of cell (launching register included)
kind / cells / cell delay, ns
buf+inv: 1 / 0.41
flops: 1 / 0.44
simple gates: 1 / 0.35
## per-layer routing
layer  part of all wire  vias up  track usage
met4              0.011        0       0.0231
li1                   -     1346            -
met3              0.025        9       0.0267
met5                  0        -            0
met2               0.41       30        0.262
met1               0.56     1312        0.397
No activity file was given, so power comes from the tool's default toggle rates.
